<file path="flow/run.sh">
#!/bin/bash
# OpenROAD 26Q1-2900-gdf79404cd8, Yosys 0.63+post, stock flow scripts
make -C /OpenROAD-flow-scripts/flow DESIGN_CONFIG=/design/flow/config.mk WORK_HOME=/design/flow/orfs finish
</file>
<file path="flow/config.mk">
export PLATFORM = sky130hd
export DESIGN_NAME = uart_top
export DESIGN_NICKNAME = uart_top
export VERILOG_FILES = /design/flow/design.v
export SDC_FILE = /design/flow/constraint.sdc
export NUM_CORES = 4
export LEC_CHECK = 1
export CORE_UTILIZATION = 30
</file>
<file path="flow/constraint.sdc">
current_design uart_top

set clk_period 2.8
set clk_io_pct 0.2

create_clock -name clk0 -period $clk_period [get_ports {clk}]

set non_clock_inputs [all_inputs -no_clocks]
set_input_delay [expr $clk_period * $clk_io_pct] -clock clk0 $non_clock_inputs
set_output_delay [expr $clk_period * $clk_io_pct] -clock clk0 [all_outputs]
</file>
<file path="flow/design.v">
module baud_rate_generator #(
    parameter CLOCK_FREQ = 50000000,   
    parameter BAUD_RATE = 19200
)(
    input wire clk,
    input wire reset,
    output reg tick
);
    localparam DIVISOR = CLOCK_FREQ / (BAUD_RATE * 16);
    reg [$clog2(DIVISOR)-1:0] counter;
    always @(posedge clk) begin
        if (reset) begin
            counter <= 0;
            tick <= 0;
        end
        else begin
            if (counter == DIVISOR - 1) begin
                counter <= 0;
                tick <= 1;
            end
            else begin
                counter <= counter + 1;
                tick <= 0;
            end
        end
    end
endmodule
module uart_rx #(
    parameter DATA_BITS = 8,
    parameter STOP_BITS = 1
)(
    input wire clk,
    input wire reset,
    input wire rx,            
    input wire tick,          
    output reg [DATA_BITS-1:0] d_out,   
    output reg rx_done        
);
    localparam IDLE  = 3'b001;
    localparam START = 3'b010;
    localparam DATA  = 3'b100;
    reg [2:0] state, next_state;
    reg [3:0] tick_counter;      
    reg [3:0] bit_counter;       
    reg [DATA_BITS-1:0] shift_reg;  
    always @(posedge clk) begin
        if (reset)
            state <= IDLE;
        else
            state <= next_state;
    end
    always @(*) begin
        case (state)
            IDLE: begin
                if (rx == 0)  
                    next_state = START;
                else
                    next_state = IDLE;
            end
            START: begin
                if (tick && tick_counter == 7)
                    next_state = DATA;
                else
                    next_state = START;
            end
            DATA: begin
                if (tick && tick_counter == 15 && bit_counter == DATA_BITS + STOP_BITS - 1)
                    next_state = IDLE;
                else
                    next_state = DATA;
            end
            default: next_state = IDLE;  
        endcase
    end
    always @(posedge clk) begin
        if (reset) begin
            tick_counter <= 0;
            bit_counter <= 0;
            shift_reg <= 0;
            rx_done <= 0;
            d_out <= 0;
        end
        else begin
            rx_done <= 0;  
            case (state)
                IDLE: begin
                    tick_counter <= 0;
                    bit_counter <= 0;
                end
                START: begin
                    if (tick) begin
                        if (tick_counter == 7) begin
                            tick_counter <= 0;
                        end
                        else begin
                            tick_counter <= tick_counter + 1;
                        end
                    end
                end
                DATA: begin
                    if (tick) begin
                        if (tick_counter == 15) begin
                            tick_counter <= 0;
                            if (bit_counter < DATA_BITS) begin
                                shift_reg <= {rx, shift_reg[DATA_BITS-1:1]};
                            end
                            bit_counter <= bit_counter + 1;
                            if (bit_counter == DATA_BITS + STOP_BITS - 1) begin
                                d_out <= shift_reg;
                                rx_done <= 1;
                            end
                        end
                        else begin
                            tick_counter <= tick_counter + 1;
                        end
                    end
                end
                default: begin
                    tick_counter <= 0;
                    bit_counter <= 0;
                end
            endcase
        end
    end
endmodule
module uart_top #(
    parameter CLOCK_FREQ = 100000000,   
    parameter BAUD_RATE = 9600,         
    parameter DATA_BITS = 8,            
    parameter STOP_BITS = 1             
)(
    input wire clk,
    input wire reset,
    input wire rx,
    output wire [DATA_BITS-1:0] rx_data,
    output wire rx_done,
    input wire tx_start,
    input wire [DATA_BITS-1:0] tx_data,
    output wire tx,
    output wire tx_done
);
    wire tick;
    baud_rate_generator #(
        .CLOCK_FREQ(CLOCK_FREQ),
        .BAUD_RATE(BAUD_RATE)
    ) baud_gen (
        .clk(clk),
        .reset(reset),
        .tick(tick)
    );
    uart_rx #(
        .DATA_BITS(DATA_BITS),
        .STOP_BITS(STOP_BITS)
    ) receiver (
        .clk(clk),
        .reset(reset),
        .rx(rx),
        .tick(tick),
        .d_out(rx_data),
        .rx_done(rx_done)
    );
    uart_tx #(
        .DATA_BITS(DATA_BITS),
        .STOP_BITS(STOP_BITS)
    ) transmitter (
        .clk(clk),
        .reset(reset),
        .tx_start(tx_start),
        .tick(tick),
        .d_in(tx_data),
        .tx(tx),
        .tx_done(tx_done)
    );
endmodule
module uart_tx #(
    parameter DATA_BITS = 8,
    parameter STOP_BITS = 1
)(
    input wire clk,
    input wire reset,
    input wire tx_start,      
    input wire tick,          
    input wire [DATA_BITS-1:0] d_in,   
    output reg tx,            
    output reg tx_done        
);
    localparam IDLE  = 3'b001;
    localparam START = 3'b010;
    localparam DATA  = 3'b100;
    reg [2:0] state, next_state;
    reg [3:0] tick_counter;      
    reg [3:0] bit_counter;       
    reg [DATA_BITS-1:0] shift_reg;  
    always @(posedge clk) begin
        if (reset)
            state <= IDLE;
        else
            state <= next_state;
    end
    always @(*) begin
        case (state)
            IDLE: begin
                if (tx_start)
                    next_state = START;
                else
                    next_state = IDLE;
            end
            START: begin
                if (tick && tick_counter == 15)
                    next_state = DATA;
                else
                    next_state = START;
            end
            DATA: begin
                if (tick && tick_counter == 15 && bit_counter == DATA_BITS + STOP_BITS - 1)
                    next_state = IDLE;
                else
                    next_state = DATA;
            end
            default: next_state = IDLE;  
        endcase
    end
    always @(posedge clk) begin
        if (reset) begin
            tick_counter <= 0;
            bit_counter <= 0;
            shift_reg <= 0;
            tx_done <= 0;
            tx <= 1;  
        end
        else begin
            tx_done <= 0;  
            case (state)
                IDLE: begin
                    tx <= 1;  
                    tick_counter <= 0;
                    bit_counter <= 0;
                    if (tx_start) begin
                        shift_reg <= d_in;  
                    end
                end
                START: begin
                    tx <= 0;  
                    if (tick) begin
                        if (tick_counter == 15) begin
                            tick_counter <= 0;
                        end
                        else begin
                            tick_counter <= tick_counter + 1;
                        end
                    end
                end
                DATA: begin
                    if (tick) begin
                        if (tick_counter == 15) begin
                            tick_counter <= 0;
                            bit_counter <= bit_counter + 1;
                            if (bit_counter < DATA_BITS) begin
                                tx <= shift_reg[0];
                                shift_reg <= {1'b1, shift_reg[DATA_BITS-1:1]};
                            end
                            else begin
                                tx <= 1;
                            end
                            if (bit_counter == DATA_BITS + STOP_BITS - 1) begin
                                tx_done <= 1;
                            end
                        end
                        else begin
                            tick_counter <= tick_counter + 1;
                        end
                    end
                    else begin
                        if (bit_counter < DATA_BITS)
                            tx <= shift_reg[0];
                        else
                            tx <= 1;
                    end
                end
                default: begin
                    tx <= 1;
                    tick_counter <= 0;
                    bit_counter <= 0;
                end
            endcase
        end
    end
endmodule
</file>
==> git commit body <==
Refresh implementation metrics

* Remaining DRCs: 0
- CTS root buffer: clkbuf_8
* Setup crit end kind: flip-flop
- Post-route period utilization is reported as 0.7509.
* Total Routed Length: 4655 um
- Status: finished clean
* Area leader, netlist: dfxtp_1
- The clock tree has to reach 60 sinks.
- Of all nets on the critical path, the largest fanout is 17.
* TritonCTS clock tree: built
* Top register by number of flip-flops: baud_gen.counter
* Max-slew violation count: 0
- Setup TNS: 0 ps
* Num CTS Buffers: 9
- WP data required: 3030 ps
- Ratio of routed vias to standard cells: 4.878
- The synthesized design contains 60 register bits.
- Wire length per cell after detailed routing: 11.16 um
* Type of the most critical hold path: flip-flop to flip-flop
- Min setup slack post-route: 697.4 ps
- Pwr dens: 553.1 nW/um^2
- The synthesis log from Yosys contains 3 warnings.
- For this configuration, the core starts out at a cell density of 0.3074.
* Height of the die: 96.30 um
- Critical Path Start Type: flip-flop
- Fin area: 3174 um^2
- Number of port buffers: 22
- The share of total power dissipated in the clock network is 0.441.
- DIE WIDTH: 96.30 um
* Cell resize tally after clock tree synthesis: 0
- The internal power of the cells totals 1.333 mW.
* Leading cell types by total area after synthesis: dfxtp_1 (45%), mux2i_1 (6.8%), nand2b_1 (4.9%), a21oi_1 (3.9%), ha_1 (3.8%)
- The post-placement cell area is 2973 um^2.
- After floorplanning, the die was sized to cover 9273 um^2.
- The script extracted a net switching power of 0.4225 mW.
- Total via count after detailed routing: 2034
- Main synth FF type: dfxtp_1
- In the Yosys report the total cell count is 285.
- The final weighted congestion recorded by global placement is 0.7813.
* Pre-CTS worst setup slack: 668.1 ps
- After floorplanning, the core was divided into 34 placement rows.
- Counting along the longest clock path gives a buffer depth of 2.
- Ant diodes: 0
- The layout summary lists the proportion of cells stronger than drive strength 1 as 0.1003.
- The floorplan step defined a core boundary enclosing 8678 um^2.
- Of the total power, registers draw 0.508.
- Max-capacitance violation count: 0
- On the critical path the data arrives at 2330 ps.
* Unrepaired setup endpoints after global routing: no
- Total I/O pin count: 23
* Remaining Overflow, GRT: 0
* Antenna violations before repair: 0
* Area growth from synthesis to layout: 19.00%
* Log Warnings: 28
- The first detailed-routing pass ran for 4 iterations.
- EDFF count, synth: 0
* GRT Util Overall: 0.1086
- The clock H-tree reported by CTS has 3 levels.
* Clock period minus final worst setup slack: 2103 ps
- The area fraction of the largest cell type after synthesis is 0.4503.
- Number of instances in the synthesized netlist: 285
- First-pass GRT wire length: 8004 um
* Final Hold Viols: 0
* Distinct lib cells: 43
- Upper clock frequency limit: 0.4756 GHz
* Max VDD drop: 0.0002859 V
* Number of nets with antenna violations after routing: 0
- Number of flip-flops under the largest register name: 10
- Setup bufs post-CTS: 0
- Via count of the first global-routing pass: 1821
* Comb pwr share: 0.052
* Mean instance size in the synthesized netlist: 9.360 um^2
- Netlist area before placement: 2668 um^2
* Static Leakage: 1.128 nW
- Per the slew report, the remaining headroom to the max-slew limit stands at 0.6340.
- Summed over all nets, the half-perimeter wirelength after detailed placement is 2916 um.
- Number of DRC markers in iteration 0: 45
* Hold slack final: 470.7 ps
* Fin Clk Skew: 5.300 ps
- The end-of-flow timing check tallies setup violations at 0.
- Synth top cells by count: dfxtp_1 (60), a21oi_1 (21), nand2b_1 (21)
- Entering global routing, the biggest net connects 34 pins.
* Clock network latency to the later pin of the worst-skew pair: 340 ps
- Final Power: 1.756 mW
* Actual slew at the worst max-slew pin: 548.3 ps
- dfxtp_1 is the most common cell in the netlist.
* Hold_buf cts: 0
* Clock slew at reported path FFs: 70 ps
- Yosys reports a chip area of 2668 um^2.
- Yosys reported that registers with async set or reset make up 0.
* Portion of the post-synthesis area used by sequential elements: 0.4503
* Type of the worst setup path: flip-flop to flip-flop
* Fraction of power spent switching nets: 0.2407
==> critical path, stage by stage, from the launching register on <==
cell	delay [ps]
dfxtp_1	670
nand4_2	400
or3_1	600
o221a_2	320
==> final cells by class <==
class | instances | area (um^2)
Fill cell | 868 | 5504
Sequential cell | 60 | 1201
Inverter | 17 | 63.81
Timing Repair Buffer | 25 | 242.7
Clock inverter | 7 | 77.57
Multi-Input combinational cell | 191 | 1330
Clock buffer | 9 | 123.9
Tap cell | 108 | 135.1
==> cell usage in the layout, fill, tap and decap left out, types with 3 or more instances in the layout <==
master | Yosys | layout
a31oi_1 | 4 | 4
o221a_2 | 7 | 7
mux2i_1 | 18 | 18
o21ai_0 | 9 | 9
nand2_1 | 14 | 14
nor3_1 | 6 | 6
dfxtp_1 | 60 | 60
ha_1 | 8 | 8
nor2_1 | 12 | 12
inv_1 | 17 | 17
clkbuf_8 | 0 | 9
nand3_1 | 11 | 11
nand2b_1 | 21 | 21
or4_1 | 4 | 4
or3_1 | 8 | 8
xor2_1 | 4 | 4
nand4_1 | 5 | 5
buf_4 | 0 | 3
clkdlybuf4s50_1 | 0 | 22
o31ai_1 | 6 | 6
o211ai_1 | 3 | 3
a21oi_1 | 21 | 21
clkinvlp_4 | 0 | 4
==> path summary, 6_finish.rpt <==
kind / cells after the start / startpoint / to / slack [ps]
worst max-delay path: 3 / baud_gen.tick / transmitter.shift_reg[5] / 700
worst min-delay path: 1 / receiver.state[0] / receiver.state[0] / 470
worst max register to register: 3 / baud_gen.tick / transmitter.shift_reg[5] / 700
worst min register to register: 1 / receiver.state[0] / receiver.state[0] / 470
==> metrics by stage <==
| stage | std cells | utilization |
|---|---|---|
| 6_report | 417 | 0.3658 |
| 5_1_grt | 417 | 0.3658 |
| 4_1_cts | 417 | 0.3658 |
| 3_5_place_dp | 401 | 0.3426 |
| 3_3_place_gp | 401 | 0.3426 |
| 2_1_floorplan | 285 | - |
==> kinds of logic after synthesis <==
kind of cell | after synthesis | synth area share
and+or+nand+nor | 98 | 0.2125
AOI/OAI and AO/OA | 61 | 0.1613
DFF | 60 | 0.4503
buffers and inverters | 34 | 0.05112
muxes | 18 | 0.06754
adders and majority gates | 8 | 0.03752
xor gates and xnor gates | 6 | 0.01970
==> power by group through the flow <==
stage                 clock network (mW)  logic [mW]  registers (mW)
after global routing               0.834       0.102           0.894
final                              0.773      0.0910           0.891
after CTS                          0.795      0.0916           0.891
==> per-layer routing <==
layer  wire length (um)  GRT usage  share of wire  vias up
met4                 72    0.01838          0.015        0
li1                   -          -              -     1071
met1               2435     0.1574           0.52      926
met2               1923     0.1690           0.41       28
met3                225    0.02811          0.048        9
met5                  0          0              0        -
No activity file was given, so power comes from the tool's default toggle rates.
