File: flow/run.sh
#!/bin/bash
# OpenROAD 26Q1-2900-gdf79404cd8, Yosys 0.63+post, stock flow scripts
make -C /OpenROAD-flow-scripts/flow DESIGN_CONFIG=/design/flow/config.mk WORK_HOME=/design/flow/orfs finish
File: flow/config.mk
export PLATFORM = sky130hd
export DESIGN_NAME = topmodule
export DESIGN_NICKNAME = topmodule
export VERILOG_FILES = /design/flow/design.v
export SDC_FILE = /design/flow/constraint.sdc
export NUM_CORES = 4
export LEC_CHECK = 1
export CORE_UTILIZATION = 30
File: flow/constraint.sdc
current_design topmodule

set clk_period 5.2
set clk_io_pct 0.2

create_clock -name clk0 -period $clk_period [get_ports {CLK}]

set non_clock_inputs [all_inputs -no_clocks]
set_input_delay [expr $clk_period * $clk_io_pct] -clock clk0 $non_clock_inputs
set_output_delay [expr $clk_period * $clk_io_pct] -clock clk0 [all_outputs]
File: flow/design.v
 `timescale 1ns / 1ps
module alu #(
    parameter N = 8
)(
    input  [N-1:0] A,
    input  [N-1:0] B,
    input  [5:0] Op,
    output reg [N-1:0] Result,
    output reg Zero,        
    output reg Carry        
);
reg [N:0] temp_result;   
localparam SHIFT_BITS = $clog2(N);
always @(*) begin
    Carry = 0;   
    case (Op)
        6'b100000: begin   
            temp_result = A + B;
            Result = temp_result[N-1:0];
            Carry = temp_result[N];   
        end
        6'b100010: begin   
            temp_result = A - B;
            Result = temp_result[N-1:0];
            Carry = temp_result[N];   
        end
        6'b100100: Result = A & B;                     
        6'b100101: Result = A | B;                     
        6'b100110: Result = A ^ B;                     
        6'b100111: Result = ~(A | B);                  
        6'b000010: Result = A >> B[SHIFT_BITS-1:0];    
        6'b000011: Result = $signed(A) >>> B[SHIFT_BITS-1:0];     
        default:   Result = {N{1'b0}};                
    endcase
    Zero = (Result == {N{1'b0}});
end
endmodule
`timescale 1ns / 1ps
module topmodule (
    input         CLK,           
    input  [7:0] SW,            
    input         BTN_A,         
    input         BTN_B,         
    input         BTN_OP,        
    input         BTN_RESET,     
    output [7:0]  LED,           
    output        LED_ZERO,      
    output        LED_CARRY      
);
    reg [7:0] A, B;
    reg [5:0] Op;
    wire [7:0] Result;
    wire Zero, Carry;
    reg [1:0] btn_a_sync, btn_b_sync, btn_op_sync, btn_reset_sync;
    wire btn_a_pulse, btn_b_pulse, btn_op_pulse, btn_reset_pulse;
    always @(posedge CLK) begin
        btn_a_sync     <= {btn_a_sync[0], BTN_A};
        btn_b_sync     <= {btn_b_sync[0], BTN_B};
        btn_op_sync    <= {btn_op_sync[0], BTN_OP};
        btn_reset_sync <= {btn_reset_sync[0], BTN_RESET};
    end
    assign btn_a_pulse     = btn_a_sync[0]     & ~btn_a_sync[1];
    assign btn_b_pulse     = btn_b_sync[0]     & ~btn_b_sync[1];
    assign btn_op_pulse    = btn_op_sync[0]    & ~btn_op_sync[1];
    assign btn_reset_pulse = btn_reset_sync[0] & ~btn_reset_sync[1];
    always @(posedge CLK) begin
        if (btn_reset_pulse) begin
            A  <= 8'd0;
            B  <= 8'd0;
            Op <= 6'd0;
        end else begin
            if (btn_a_pulse)  A  <= SW[7:0];     
            if (btn_b_pulse)  B  <= SW[7:0];     
            if (btn_op_pulse) Op <= SW[5:0];     
        end
    end
    alu #(.N(8)) alu_inst (
        .A(A),
        .B(B),
        .Op(Op),
        .Result(Result),
        .Zero(Zero),
        .Carry(Carry)
    );
    assign LED = Result;
    assign LED_ZERO = Zero;       
    assign LED_CARRY = Carry;     
endmodule
==> results.cfg <==
; implementation run metrics
[setup_path]
cp_num_buf_inv = 2
worst_setup_path_start_kind = flop
crit_arrival_ps = 3410
crit_chain = inv_2 > ha_1 > a21oi_1 > a21oi_1 > nor4b_1 > a2bb2oi_1 > o21ai_1 > nor4_1 > nor3b_2 > clkdlybuf4s50_1
crit_path_end_kind = output pin
path_delay_family = simple AND/OR/NAND/NOR gates
worstPathMaxFanout = 13
slowest_delay_ps = 570
critPathRequiredTime_ps = 4160
path_class = reg2out
cp_common_cell = a21oi_1
cp_slowest_cell = dfxtp_1

[worst_hold_path]
hp-class = reg2reg

[yosys]
yosys-top-cells-area = dfxtp_1 25%, ha_1 12%, a21oi_1 7.0%
common_cells = 44 x nand2_1, 34 x a21oi_1, 30 x dfxtp_1, 24 x ha_1
async_reset_ff_share_pct = 0
synth_cell_types = 54
edf_count = 0
synth_top_flop_cell = dfxtp_1
postSynthAreaPerCell_um2 = 7.74
synth_area_um2 = 2440
synth_flops = 30
ys_seq_share_pct = 24.6
netlist.area_leader.share_pct = 24.6
postSynthCellCount = 316
yosys_area_um2 = 2440
yosys_cells = 316
largest_area_cell = dfxtp_1
most_common_cell = nand2_1
yosysWarnings = 2

[final_timing]
rsz0062_at_grt = false
hold_viol = 0
finalCritPeriodShare_pct = 85.5
setup_viol = 0
relSlewSlack_pct = 45.0
max_clock_freq_ghz = 0.225
timing.setup.tns_ps = 0
timing.final.ws_setup_ps = 753
min_period_ps = 4450
finalMaxSlewViolations = 0
whs_ps = 345
tightest_slew_ps = 824
clock_skew_ps = 4.02

[finish]
area.sequential_um2 = 601
nFillCells = 818
postLayoutCellArea_um2 = 2820
syn_to_final_growth_pct = 15.4
drive_gt1_share_pct = 4.86
final_util_pct = 36.1
combGateArea_um2 = 1670
finalNonFillerCells = 431

[clock_tree]
cts.reportedPaths.clkPinSlew_ps = 60
cts-htree-levels = 2
cts_resized = 0
hold_buffers = 0
root_buffer = clkbuf_8
cts_tree = built
numCtsBuffers = 5
cts.sinks = 30
post_cts_buffers = 0
cts_max_path_buffers = 2
clkLatencyLatePin_ps = 270

[status]
status = finished, final reports clean

[pwr]
p_per_area_nw_per_um2 = 258
total_power_mw = 0.727
power.leakage_nw = 1.16
ir_worst_vdd_uv = 216

[global_route]
grt_pass1_wl_um = 9850
grt_usage_pct = 14.7
grt_antenna_before_repair = 0
grt_overflow = 0
grt_pass1_vias = 1941
grt_max_degree = 25

[detailed_routing]
post_drt_wl_per_cell_um = 13.4
antenna_cells = 0
via_per_inst = 5.00
drtIter0Drc = 165
ant_nets = 0
dr.pass1.iters = 4
drcViolationCount = 0
wirelength_um = 5800
vias = 2157

[run]
warnings = 41
drv_cap = 0

[placed_design]
hpwl_um = 4540
placed_cells = 423
place_congestion = 0.885
dp_slack_ps = 1060
io_buffers = 22
placed_cell_area_um2 = 2730

[die]
die-area_um2 = 8510
fp.dieW_um = 92.3
fp_util_pct = 31.3
rows = 32
ios = 23
core-area_um2 = 7810
die_y_um = 92.3
[cell families after synthesis]
family	after synthesis	synth area share [%]
and+or+nand+nor	97	18.2
AOI/OAI and AO/OA	87	22.9
buffers and inverters	44	7.22
DFF	30	24.6
adders and majority gates	26	13.9
muxes	19	8.50
xor gates and xnor gates	13	4.66
[layout by cell type, fill, tap and decap left out, types with 4 or more instances in the layout]
cell	Yosys	layout
xnor2_1	11	11
nand2_1	44	44
o21ai_0	6	6
o211ai_1	5	5
a21oi_1	34	34
o21ai_1	6	6
nor2b_1	5	5
clkbuf_8	0	6
mux2_1	4	4
clkdlybuf4s50_1	0	22
nor3_1	6	6
a21o_1	5	5
dfxtp_1	30	30
nand3_1	5	5
ha_1	24	24
a211oi_1	7	7
mux2i_1	14	14
inv_1	21	21
nor2_1	21	21
[final cells by class]
class,count,area share (%)
clock inverter,1,0.177
sequential,30,21.3
multi-input combinational,242,59.1
tap,102,4.53
clock buffer,7,3.06
timing repair buffer,25,8.61
inverter,24,3.19
[report_power, final]
group,leakage [nW],internal (mW),switching [mW]
combinational,0.859,0.127,0.131
clock,0.0482,0.106,0.0780
sequential,0.250,0.250,0.0351
total,1.16,0.483,0.244
[worst register-to-register path, cell delays in order, from the launching register on]
cell	delay (ps)
dfxtp_1	660
buf_4	400
mux2i_1	120
nor2_1	90
[final timing paths]
| check | from | to | slack, ps | cells after the start |
|---|---|---|---|---|
| worst max-delay path | B[2] | LED_ZERO | 750 | 10 |
| worst min-delay path | btn_reset_sync[0] | btn_reset_sync[1] | 350 | 0 |
| worst max register to register | Op[1] | Op[1] | 3870 | 3 |
| worst min register to register | btn_reset_sync[0] | btn_reset_sync[1] | 350 | 0 |
[state kept, by name (all words and copies together) (netlist names)]
register        count
A                   8
B                   8
Op                  6
btn_a_sync          2
btn_b_sync          2
btn_op_sync         2
btn_reset_sync      2
[per-layer routing]
| metal | wire length [um] | track usage (%) |
|---|---|---|
| met5 | 0 | 0 |
| met3 | 410 | 1.77 |
| met2 | 2380 | 21.4 |
| met4 | 42 | 1.82 |
| met1 | 2960 | 24.2 |
Power figures rest on the tool's default switching activity, not on a simulated workload.
